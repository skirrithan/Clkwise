--- flow/config.mk ---
export PLATFORM = sky130hd
export DESIGN_NAME = top
export DESIGN_NICKNAME = top
export VERILOG_FILES = /design/flow/design.v
export SDC_FILE = /design/flow/constraint.sdc
export NUM_CORES = 4
export LEC_CHECK = 1
export CORE_UTILIZATION = 30
--- flow/constraint.sdc ---
current_design top

set clk_period 24.8
set clk_io_pct 0.2

create_clock -name clk0 -period $clk_period [get_ports {clk}]

set non_clock_inputs [all_inputs -no_clocks]
set_input_delay [expr $clk_period * $clk_io_pct] -clock clk0 $non_clock_inputs
set_output_delay [expr $clk_period * $clk_io_pct] -clock clk0 [all_outputs]
--- flow/design.v ---
module top(
  input  logic         clk,
  input  logic         rst_n,
  input  logic [31:0]  a, b, c, d, e,  
  output logic [63:0]  y  
);
logic [63:0] mul1_reg, mul2_reg;    
logic [63:0] mul3_reg;             
logic [63:0] sum1_reg;             
logic [63:0] sum2_reg;             
logic [63:0] final_result_reg;    
always_ff @(posedge clk or negedge rst_n) begin
  if (!rst_n) begin
    mul1_reg <= '0;
    mul2_reg <= '0;
  end else begin
    mul1_reg <= a * b;    
    mul2_reg <= c * d;    
  end
end
always_ff @(posedge clk or negedge rst_n) begin
  if (!rst_n) begin
    mul3_reg <= '0;
  end else begin
    mul3_reg <= mul1_reg[31:0] * e;  
  end
end
always_ff @(posedge clk or negedge rst_n) begin
  if (!rst_n) begin
    sum1_reg <= '0;
  end else begin
    sum1_reg <= mul1_reg + mul2_reg;
  end
end
always_ff @(posedge clk or negedge rst_n) begin
  if (!rst_n) begin
    sum2_reg <= '0;
  end else begin
    sum2_reg <= sum1_reg + mul3_reg;
  end
end
always_ff @(posedge clk or negedge rst_n) begin
  if (!rst_n) begin
    final_result_reg <= '0;
  end else begin
    if (|a)  
      final_result_reg <= sum2_reg + sum1_reg;
    else
      final_result_reg <= sum2_reg - mul2_reg;
  end
end
(* IOB="TRUE" *)
always_ff @(posedge clk or negedge rst_n) begin
  if (!rst_n) begin
    y <= '0;
  end else begin
    y <= final_result_reg;
  end
end
endmodule
--- flow/run.sh ---
#!/bin/bash
# OpenROAD 26Q1-2900-gdf79404cd8, Yosys 0.63+post, stock flow scripts
make -C /OpenROAD-flow-scripts/flow DESIGN_CONFIG=/design/flow/config.mk WORK_HOME=/design/flow/orfs finish
==> flow_summary.ini <==
; synthesis and place-and-route metrics
[timing]
tightestPinTransition_ns = 1.04
hold_violations = 0
setup_viol = 0
tns_ns = 0
hold_ws_ns = 0.341
finalMaxSlewViolations = 0
finClkSkew_ns = 0.0722
rsz0062_at_grt = false
period_used_pct = 53.7
max_slew_margin_pct = 29.6
max_freq_mhz = 75.1
fin_crit_ns = 13.32

[flow_run]
maxCapViolCount = 0
warnings = 25

[logic_synthesis]
syn_area_um2 = 123000
syn-instance-count = 13300
yosys.area.top_type_share_pct = 43.8
synth.area.top_cells = fa_1, ha_1, and2_1
yosysChipArea_um2 = 123000
ys_types = 78
ys_seq_share_pct = 9.10
ys_dominant_reg_cell = dfrtp_1
numSynthFlops = 448
yosys.area.top_type = fa_1
synth_stat.cells = 13300
yosysWarnings = 1
synth_area_per_cell_um2 = 9.29
synth_async_sr_flop_share_pct = 100
edf_count = 0

[placed_design]
portBuffers = 225
dp_hpwl_mm = 271
gp_congestion = 0.959

[cts]
htreeDepth = 2
clock_sinks = 448
cts_resized = 0
cts_root_buffer = clkbuf_16
post_cts_buffers = 0
clk_pin_slew_worst_paths_ns = 0.07
clk_path_buf_depth = 3
insertion_delay_ns = 0.67
cts_inserted_buffers = 48
ctsHoldBuffers = 0
cts_tree = done

[route]
ant_nets = 0
via_count = 87400
drc_errors = 0
drt-total-wl_mm = 342
top_layer_used = met5
dr.pass1.iters = 5
vias_per_cell = 4.72
wl_per_cell_um = 18.5
wl_met3_mm = 26.4
wl_met2_mm = 167
first_iter_violations = 4085
wl_met1_mm = 137

[critical_path]
critical_path_required_ns = 25.37
worst_setup_path_end_kind = register
arrival_ns = 13.89
r2r_start = mul1_reg[17]
crit_type = in2reg
start_kind = input pin
slowest_delay_ns = 0.75
cpMaxStageDelayCell = nor4b_1
setup.worst_path.start = a[28]
worst_path_most_repeated_cell = fa_1
cp_max_fo = 33

[hold_path]
min_path_type = reg2reg
min_from = final_result_reg[57]

[final_layout]
synthToLayoutAreaGrowth_pct = 7.89
layout-drive-gt1-share_pct = 3.07

[floorplan]
die.size.y_um = 643
fp.dieW_um = 643
floorplan.core_util_pct = 30.2
rows = 234
die_area_um2 = 413000
core_um2 = 407000
io_pins = 226

[grt]
grt_max_degree = 65
grt_pass1_wl_mm = 552
grt_overflow = 0
grt_use_total_pct = 18.0
first_global_vias = 95500
antenna_found_initial = 13

[run_status]
status = finished, final reports clean
-- critical path: cells and delay by family --
family	cells	cell delay, ns
AND-OR/OR-AND	3	0.84
buffers and inverters	7	1.15
XOR/XNOR	1	0.24
adder cells (fa/ha/maj)	9	4.57
AND/OR/NAND/NOR	7	2.10
-- logic make-up after synthesis --
family	Yosys count	synth area share (%)
muxes	61	0.557
AOI/OAI and AO/OA	1223	6.31
and+or+nand+nor	4055	17.0
adders and majority gates	3670	53.7
buffers and inverters	3375	10.3
DFF	448	9.10
xor gates and xnor gates	428	3.04
-- metal layers --
layer | track usage [%] | vias up
li1 | - | 39400
met1 | 23.7 | 44800
met2 | 29.4 | 2770
met3 | 5.48 | 419
met4 | 4.81 | 4
met5 | 0.0578 | -
-- cell usage after synthesis, drive strengths merged (16+ instances only) --
master	instances
mux2	60
clkbuf	702
inv	2668
ha	979
o31ai	17
nand4	90
nor2b	55
a21oi	398
a211oi	35
nor2	204
nor3	54
a221oi	16
dfrtp	448
and3	49
xnor2	268
nand3	82
and2	1808
o21ai	224
or3	19
a31oi	52
fa	2691
o21a	38
nand2	1563
o211ai	17
xor2	160
a21o	223
a21boi	18
o21bai	62
nor4	32
nand2b	50
-- layout make-up --
class,count,area (um2)
clock inverters,35,447
fillers,41600,274000
multi-input cells,9437,99300
well taps,5428,6790
flip-flops and latches,448,11200
inverters,2668,10000
diodes,10,25.0
clock buffers,55,1240
repair buffers,439,3860
-- path summary, 6_finish.rpt --
path	endpoint	slack (ns)	cells past startpoint
max in group asynchronous	mul1_reg[7]	18.36	4
hold / removal	y[57]	0.34	0
setup / recovery	mul1_reg[63]	11.48	27
min in group asynchronous	sum2_reg[7]	4.28	1
hold reg to reg	y[57]	0.34	0
setup reg to reg	mul3_reg[59]	16.14	23
-- stage by stage --
step	utilization (%)	instance area [um2]	setup WS [ns]	instances
floorplan	-	123000	12.82	13300
global placement	32.2	131000	10.86	18400
detailed placement	32.2	131000	10.84	18400
CTS	32.6	133000	11.57	18500
global route	32.6	133000	11.22	18500
finish	32.6	133000	11.48	18500
-- layout by cell type, fill, tap and decap left out, types with 29 or more instances in the layout --
cell type        count
fa_1              2691
nand4_1             90
clkdlybuf4s50_1    224
and3_1              49
nand2b_1            47
nor4_1              29
a21o_1             223
nor2b_1             55
a21oi_1            398
nor2_1             203
buf_4              214
o21bai_1            62
clkbuf_16           48
inv_1             2668
and2_1            1807
a31oi_1             52
o21a_1              38
nor3_1              53
nand3_1             82
nand2_1           1563
dfrtp_1            448
a211oi_1            35
xnor2_1            268
ha_1               979
xor2_1             160
mux2_2              60
o21ai_0            219
